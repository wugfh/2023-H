==> flow/run.sh <==
#!/bin/bash
# OpenROAD 26Q1-2900-gdf79404cd8, Yosys 0.63+post, stock flow scripts
make -C /OpenROAD-flow-scripts/flow DESIGN_CONFIG=/design/flow/config.mk WORK_HOME=/design/flow/orfs finish
==> flow/config.mk <==
export PLATFORM = sky130hd
export DESIGN_NAME = triangle
export DESIGN_NICKNAME = triangle
export VERILOG_FILES = /design/flow/design.v
export SDC_FILE = /design/flow/constraint.sdc
export NUM_CORES = 4
export LEC_CHECK = 1
export CORE_UTILIZATION = 30
==> flow/constraint.sdc <==
current_design triangle

set clk_period 16.1
set clk_io_pct 0.2

create_clock -name clk0 -period $clk_period [get_ports {clk}]

set non_clock_inputs [all_inputs -no_clocks]
set_input_delay [expr $clk_period * $clk_io_pct] -clock clk0 $non_clock_inputs
set_output_delay [expr $clk_period * $clk_io_pct] -clock clk0 [all_outputs]
==> flow/design.v <==
`timescale 1ns / 1ps
package Fixedpoint;
endpackage
module triangle #(
    parameter WIDTH = 32,
    parameter CNT_MAX = 32'hffffffff
)(
    input wire[31:0] step,
    input wire clk,
    input wire rst_n,
    output wire[13:0] tri_out
    );
    reg[31:0] step_reg=0;
    reg[WIDTH-1:0] cnt=0;
    reg flag = 0;
    reg[31:0] max_cnt0,min_cnt=0;
    assign tri_out = cnt[31:18];
    always @(posedge clk, negedge rst_n) begin
        if(rst_n == 0) begin
            step_reg <= 0;
        end
        else begin
            step_reg <= step;
        end
    end
    always @(posedge clk, negedge rst_n) begin
        if(rst_n == 0) begin
            cnt <= 0;
        end
        else begin
            if(flag == 0) begin
                cnt <= cnt+step_reg;
            end
            else begin
                cnt <= cnt-step_reg;
            end
        end
    end
    always @(posedge clk, negedge rst_n) begin
        if(rst_n == 0) begin
            flag <= 0;
        end
        else begin
            if(cnt > (CNT_MAX-(step_reg<<1))) begin
                flag <= 1;
            end
            else if(cnt < (step_reg<<1)) begin
                flag <= 0;
            end
            else begin
                flag <= flag;
            end
        end
    end
endmodule
==> metrics.log <==
[report] extracting results
INFO  metric chipWidth = 138 um
INFO  metric ys_seq_elements = 65
INFO  metric clk_path_buf_depth = 2
INFO  metric swShare = 46.0%
INFO  metric openroad.warnings = 56
INFO  metric fraction_of_layout_instances_using_a_drive_strength_above_1 = 4.36%
INFO  metric run_status = completed
INFO  metric finalCritPeriodShare = 27.8%
INFO  metric i_o_pins = 48
INFO  metric ctsRootBufferMaster = sky130_fd_sc_hd__clkbuf_16
INFO  metric min-delay-start = cnt[0]$_DFF_PN0_
INFO  metric detailroute.via_count = 4354
INFO  metric tritoncts = yes
INFO  metric setup-tns-final = 0 ns
INFO  metric total_global_route_track_usage = 15.4%
INFO  metric worst_pin_slew = 0.755 ns
INFO  metric grt_start_max_net_pins = 37
INFO  metric synthesis.yosys.warnings = 1
INFO  metric number_of_synthesized_flops_with_an_enable_pin = 0
INFO  metric die_y = 138 um
INFO  metric finalMaxSlewViolations = 0
INFO  metric synth.cell_area = 5520 um^2
INFO  metric synth_top_flop_cell = sky130_fd_sc_hd__dfrtp_1
INFO  metric design.core.area = 18000 um^2
INFO  metric crit_path_cell_trace = clkdlybuf4s50_1
INFO  metric maximum_capacitance_violations = 0
INFO  metric flop_area = 1630 um^2
INFO  metric final_cells = 871
INFO  metric worst_ir_drop_vdd = 0.0771 mV
INFO  metric crit-reg2reg-capture = cnt[31]$_DFF_PN0_
INFO  metric pwr_density_cell = 238 nW/um^2
INFO  metric worst-path-buf-inv = 1
INFO  metric placed_cells = 856
INFO  metric cp_data_arrival_time = 1.26 ns
INFO  metric final_setup_skew = 0.00733 ns
INFO  metric worst_skew_pair.late_latency = 0.34 ns
INFO  metric hold_path_end = cnt[0]$_DFF_PN0_
INFO  metric most_frequent_logic_cell_in_the_layout = sky130_fd_sc_hd__ha_1
INFO  metric die_area = 18900 um^2
INFO  metric critical_path.max_fanout = 4
INFO  metric routed_via_density = 5.00
INFO  metric seq_area_frac_synth = 29.5%
INFO  metric cts-htree-levels = 3
INFO  metric post_synth_main_logic_family = adder cells
INFO  metric dp_hpwl = 10500 um
INFO  metric finalHoldViolCount = 0
INFO  metric final_cell_area = 6430 um^2
INFO  metric dpl_cell_area = 6130 um^2
INFO  metric rsz_0062_raised_after_global_routing = false
INFO  metric p_comb_share = 68.4%
INFO  metric timing.final.setup_violations = 0
INFO  metric critical_path.top_delay_family = buffers and inverters
INFO  metric internal-power = 827 uW
INFO  metric timing.critical_path.from_type = flop
INFO  metric simple_gate_area_share = 12.2%
INFO  metric placement_rows = 49
INFO  metric avgRoutedWirePerCell = 15.4 um
INFO  metric synth_async_sr_flop_share = 100%
INFO  metric synth_cells = 604
INFO  metric yosys.stat.chipArea = 5520 um^2
INFO  metric worst-endpoint-required = 12.88 ns
INFO  metric cts_repair_resize_count = 0
INFO  metric worst_min_delay_path_category = flop to flop
INFO  metric antenna_cells_inserted = 0
INFO  metric clkTransAtPathRegs = 0.06 ns
INFO  metric synth.distinct_cells = 53
INFO  metric fp_util = 30.7%
INFO  metric tritoncts.num_buffers = 9
INFO  metric worst_slew_margin_rel = 49.2%
INFO  metric num-fill-cells = 1792
INFO  metric synth_xor_xnor_area_share = 9.37%
INFO  metric grt_remaining_overflow = 0
INFO  metric grt_first_pass_wirelength = 21900 um
INFO  metric post-cts-setup-buffer-count = 0
INFO  metric setup_slack_after_placement = 11.83 ns
INFO  metric clock_power_share = 13.1%
INFO  metric cpMaxStageDelayCell = sky130_fd_sc_hd__clkdlybuf4s50_1
INFO  metric finalWeightedCongestion = 0.920
INFO  metric synth.cellmix.adderShare = 21.7%
INFO  metric grt_pass1_vias = 4134
INFO  metric fin_ws = 11.62 ns
INFO  metric total_leakage_power = 0.00293 uW
INFO  metric port_buffers = 47
INFO  metric cts-hold-fix-buffers = 0
INFO  metric yosys_cell_count = 604
INFO  metric route.final.wire_length = 13400 um
INFO  metric synth_compound_gate_area_share = 20.7%
INFO  metric post-route-util = 35.8%
INFO  metric rr_startpoint = step_reg[0]$_DFF_PN0_
INFO  metric areaGrowthSynthToFinish = 16.5%
INFO  metric detailedRoute.firstIterationViolations = 409
INFO  metric post_synth.cell_area_avg = 9.13 um^2
INFO  metric antenna_violating_nets_post_route = 0
INFO  metric reg2regPathDepth = 16
INFO  metric route.detailed.drc = 0
INFO  metric most_used_cells_in_the_layout_excluding_fill_and_tap_cells = sky130_fd_sc_hd__ha_1 (94), sky130_fd_sc_hd__dfrtp_1 (65), sky130_fd_sc_hd__a21oi_1 (61)
INFO  metric pwr-share-seq = 18.5%
INFO  metric final-comb-area = 3550 um^2
INFO  metric reg2reg_setup_slack = 11.78 ns
INFO  metric switching_power = 705 uW
INFO  metric critical_path.endpoint_type = output port
INFO  metric min_period = 4.48 ns
INFO  metric antenna_found_initial = 0
INFO  metric path_class = flop to output port
INFO  metric first_pass_iters = 5
INFO  metric cpPeakStageDelay = 0.50 ns
INFO  metric mux_share = 0.363%
INFO  metric clock_sinks = 65
INFO  metric achievable-frequency = 223 MHz
INFO  metric holdPathStages = 3
==> power groups by stage <==
stage / Clock [uW] / Sequential [uW] / Combinational [uW]
finish: 200 / 283 / 1050
global route: 212 / 293 / 1170
CTS: 205 / 285 / 1050
==> area by class of cell <==
cell class / instances / area share, %
clock inverter: 3 / 0.623
sequential: 65 / 25.3
timing repair buffer: 49 / 7.52
clock buffer: 12 / 3.99
tap: 229 / 4.46
multi-input combinational: 464 / 55.2
inverter: 49 / 2.86
==> cells in the mapped netlist, types with 2 or more instances <==
cell	number	area (um^2)
sky130_fd_sc_hd__xnor2_1	47	412
sky130_fd_sc_hd__a41oi_1	4	35.0
sky130_fd_sc_hd__a21oi_2	2	17.5
sky130_fd_sc_hd__nor4_1	12	75.1
sky130_fd_sc_hd__a211oi_1	3	22.5
sky130_fd_sc_hd__o2111ai_1	2	17.5
sky130_fd_sc_hd__nor2b_1	8	50.1
sky130_fd_sc_hd__buf_2	2	10.0
sky130_fd_sc_hd__o21a_1	5	37.5
sky130_fd_sc_hd__a31oi_1	13	81.3
sky130_fd_sc_hd__and4_1	3	26.3
sky130_fd_sc_hd__nand2b_1	4	25.0
sky130_fd_sc_hd__a2111oi_0	2	17.5
sky130_fd_sc_hd__a311o_1	3	30.0
sky130_fd_sc_hd__a21oi_1	61	305
sky130_fd_sc_hd__clkbuf_1	9	33.8
sky130_fd_sc_hd__nand4_1	7	43.8
sky130_fd_sc_hd__and2_1	2	12.5
sky130_fd_sc_hd__inv_1	49	184
sky130_fd_sc_hd__o21bai_1	13	97.6
sky130_fd_sc_hd__ha_1	94	1180
sky130_fd_sc_hd__xor2_1	12	105
sky130_fd_sc_hd__a221oi_1	2	17.5
sky130_fd_sc_hd__and3_1	9	56.3
sky130_fd_sc_hd__nand2_1	30	113
sky130_fd_sc_hd__buf_4	15	113
sky130_fd_sc_hd__a21o_1	23	173
sky130_fd_sc_hd__o221a_2	2	22.5
sky130_fd_sc_hd__nor3_1	6	30.0
sky130_fd_sc_hd__o211ai_1	5	37.5
sky130_fd_sc_hd__mux2i_1	2	20.0
sky130_fd_sc_hd__dfrtp_1	65	1630
sky130_fd_sc_hd__nand3_1	11	55.1
sky130_fd_sc_hd__nor2_1	38	143
sky130_fd_sc_hd__o21ai_0	21	105
==> metrics by stage <==
stage | hold WS [ns] | power [uW]
after floorplan | 0.569 | 1110
after global placement | 0.601 | 1330
after detailed placement | 0.598 | 1320
after CTS | 0.622 | 1540
after global routing | 0.659 | 1680
final | 0.625 | 1530
==> metal layers <==
layer / share of wire (%) / track usage, % / vias up
li1: - / - / 2212
met1: 48 / 24.4 / 2011
met5: 0 / 0 / -
met2: 44 / 22.6 / 118
met4: 1.7 / 2.14 / 0
met3: 6.3 / 2.36 / 13
==> cell families after synthesis <==
kind of cell	after synthesis
compound gates	172
fa+ha+maj	95
xor+xnor	59
flops	65
simple gates	136
buf+inv	75
mux	2
==> worst max-delay path by stage <==
stage                     start           to  cells past startpoint
CTS           cnt[31]$_DFF_PN0_  tri_out[13]                      1
global route  cnt[30]$_DFF_PN0_  tri_out[12]                      1
finish        cnt[31]$_DFF_PN0_  tri_out[13]                      1
Power is estimated from default activity; no workload was simulated.
